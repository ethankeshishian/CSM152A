$ cat flow/constraint.sdc
current_design clock_gen

set clk_period 3.9
set clk_io_pct 0.2

create_clock -name clk0 -period $clk_period [get_ports {clk_in}]

set non_clock_inputs [all_inputs -no_clocks]
set_input_delay [expr $clk_period * $clk_io_pct] -clock clk0 $non_clock_inputs
set_output_delay [expr $clk_period * $clk_io_pct] -clock clk0 [all_outputs]
$ cat flow/design.v
`timescale 1ns / 1ps
module clock_gen(
	input clk_in,
	input rst,
	output clk_div_2,
	output clk_div_4,
	output clk_div_8,
	output clk_div_16,
	output clk_div_32,
	output clk_div_26,
	output clk_div_3,
	output clk_pos,
	output clk_neg,
	output clk_div_5,
	output clk_div,
	output [7:0] toggle_counter
);
clock_div_two task1(
	.clk_in (clk_in),
	.rst (rst),
	.clk_div_2(clk_div_2),
	.clk_div_4(clk_div_4),
	.clk_div_8(clk_div_8),
	.clk_div_16(clk_div_16)
);
clock_div_thirty_two task2 (
	.clk_in(clk_in),
	.rst(rst),
	.clk_div_32(clk_div_32)
);
clock_div_twenty_six task3(
	.clk_in (clk_in),
	.rst (rst),
	.clk_div_26 (clk_div_26)
);
clock_div_three task456(
	.clk_in(clk_in),
	.rst(rst),
	.clk_div_3(clk_div_3),
	.clk_pos(clk_pos),
	.clk_neg(clk_neg)
);
clock_div_five task7(
	.clk_in (clk_in),
	.rst (rst),
	.clk_div_5 (clk_div_5)
);
clock_pulse task8(
	.clk_in(clk_in),
	.rst(rst),
	.clk_div(clk_div)
);
clock_strobe task9(
	.clk_in (clk_in),
	.rst (rst),
	.toggle_counter (toggle_counter)
);
endmodule
module clock_div_two(clk_in, rst, clk_div_2, clk_div_4,
clk_div_8, clk_div_16);
input clk_in, rst;
output clk_div_2, clk_div_4, clk_div_8, clk_div_16;
reg [3:0] a = 4'b0000;
always @(posedge clk_in) begin
	if (rst) a <= 4'b0000;
	else a <= a + 1'b1;	
end
assign clk_div_2 = a[0];
assign clk_div_4 = a[1];
assign clk_div_8 = a[2];
assign clk_div_16 = a[3];
endmodule
module clock_div_thirty_two(clk_in, rst, clk_div_32);
input clk_in, rst;
output reg clk_div_32 = 0;
reg [3:0] a = 4'b0000;
always @(posedge clk_in) begin
	if (rst) a <= 4'b0000;
	else  a <= a + 1'b1;	
	if (a == 4'b1111) clk_div_32 <= !clk_div_32;
end
endmodule
module clock_div_twenty_six(clk_in, rst, clk_div_26);
input clk_in, rst;
output reg clk_div_26 = 0;
reg [3:0] a = 4'b0000;
always @(posedge clk_in) begin
	if (rst) a <= 4'b0000;
	else  a <= a + 1'b1;	
	if (a == 12) begin
		clk_div_26 <= !clk_div_26;
		a <= 4'b0000;
	end
end
endmodule
module clock_div_three(clk_in, rst, clk_div_3, clk_pos,
clk_neg);
input clk_in, rst;
output clk_div_3;
output reg clk_pos = 0, clk_neg = 0;
reg [3:0] a = 4'b0000;
reg [3:0] b = 4'b0000;
always @(posedge clk_in) begin
	if (rst) a <= 4'b0000;
	else  a <= a + 1'b1;	
	if (a == 2) begin
		a <= 4'b0000;
	end	
	if (a == 1) clk_pos <= 1;
	else clk_pos <= 0;
end
always @(negedge clk_in) begin
	if (rst) b <= 4'b0000;
	else  b <= b + 1'b1;	
	if (b == 2) begin
		b <= 4'b0000;
	end	
	if (b == 1) clk_neg <= 1;
	else clk_neg <= 0;
end
assign clk_div_3 = clk_pos | clk_neg;
endmodule
module clock_div_five(clk_in, rst, clk_div_5);
input clk_in, rst;
output clk_div_5;
reg clk_pos = 0, clk_neg = 0;
reg [3:0] a = 4'b0000; reg [3:0] b = 4'b0000;
always @(posedge clk_in) begin
	if (rst) a <= 4'b0000;
	else  a <= a + 1'b1;	
	if (a == 4) begin
		a <= 4'b0000;
	end	
	if (a == 2 || a == 3) clk_pos <= 1;
	else clk_pos <= 0;
end
always @(negedge clk_in) begin
	if (rst) b <= 4'b0000;
	else  b <= b + 1'b1;	
	if (b == 4) begin
		b <= 4'b0000;
	end	
	if (b == 2) clk_neg <= 1;
	else clk_neg <= 0;
end
assign clk_div_5 = clk_pos | clk_neg;
endmodule
module clock_pulse(clk_in, rst, clk_div);
input clk_in, rst;
output reg clk_div = 0;
reg [6:0] a = 7'b0000000;
reg internal_clock = 0;
reg flip_bit = 0;
always @(posedge clk_in) begin
	if (rst) a <= 7'b0000000;
	else  a <= a + 1'b1;	
	if (a == 99) begin
		a <= 7'b0000000;
	end
	if (a==1) flip_bit <= 1;
	else flip_bit <= 0;
end
always @(posedge clk_in) begin
	if (flip_bit) clk_div <= !clk_div;
end
endmodule
module clock_strobe(clk_in, rst, toggle_counter);
input clk_in, rst;
output reg [7:0] toggle_counter = 0;
reg [2:0] a = 3'b000;
always @(posedge clk_in) begin
	if (rst) a <= 3'b000;
	else  begin 
		a <= a + 1'b1;
		if (a == 3) begin
			a <= 3'b000;
			toggle_counter <= toggle_counter - 5;
		end
		else toggle_counter <= toggle_counter + 3;
	end
end
endmodule
$ cat flow/run.sh
#!/bin/bash
# OpenROAD 26Q1-2900-gdf79404cd8, Yosys 0.63+post, stock flow scripts
make -C /OpenROAD-flow-scripts/flow DESIGN_CONFIG=/design/flow/config.mk WORK_HOME=/design/flow/orfs finish
$ cat flow/config.mk
export PLATFORM = sky130hd
export DESIGN_NAME = clock_gen
export DESIGN_NICKNAME = clock_gen
export VERILOG_FILES = /design/flow/design.v
export SDC_FILE = /design/flow/constraint.sdc
export NUM_CORES = 4
export LEC_CHECK = 1
export CORE_UTILIZATION = 30
export SYNTH_HDL_FRONTEND = slang
==> impl_metrics.ini <==
; synthesis and place-and-route metrics
[run_status]
status = complete, no violations

[logic_synthesis]
netlist.area_leader.share_pct = 35.4
synth.area.top_cells = dfxtp_1 (35%), edfxtp_1 (14%), ha_1 (12%)
yosys_warnings = 0
synth_area_leader_cell = dfxtp_1
top_cell = dfxtp_1
edf_count = 11
ys.flop_type = dfxtp_1
postSynthSeqShare_pct = 49.0
yosys_cells = 240
ys_seq_elements = 54
syn-instance-count = 240
yosysUniqueCellTypes = 40
syn-mean-instance-area_sq_um = 10.1
common_cells = dfxtp_1 (43), nor2_1 (32), inv_1 (26), ha_1 (23), xnor2_1 (13)
synth_area_sq_um = 2430
async_flop_share_pct = 0
ys_area_sq_um = 2430

[detailed_routing]
viasPerCell = 4.27
avgRoutedWirePerCell_microns = 9.26
num_vias = 1597
wl_microns = 3470
dr.first_iter.drc_count = 58
drtPass1Iterations = 4
antenna_cells = 0
drc = 0
antenna_left = 0

[die]
core_sq_um = 7770
die_x_microns = 92.0
fp.dieH_microns = 92.0
rows = 32
die_area_sq_um = 8470
initial_utilization_pct = 31.3
pin_count = 21

[pwr]
p_sw_share_pct = 27.2
p_comb_share_pct = 18.5
p_per_area_nw_per_um2 = 444
p_leak_uw = 0.00120
peakVddDrop_mv = 0.143
internal-power_uw = 922
p_switching_uw = 344
clockPowerShare_pct = 26.2
pwr-share-seq_pct = 55.3

[placement]
portBuffers = 20
place_hpwl_microns = 2460
dp_cells = 357
place_congestion = 0.784

[grt]
grt_pass1_vias = 1468
grt_max_degree = 31
antenna_found_initial = 0
overflow = 0
track_usage_pct = 9.16
grt_pass1_wl_microns = 6310

[critical_path]
cp_max_fo = 2
endpoint_kind = output port
crit_required_ps = 3120
crit_type = reg2out
arrival_ps = 3060
cp-start-kind = register

[clock_tree]
cts-root-buf = clkbuf_8
htreeDepth = 2
cts.sinks = 54
cts_made_buffers = 5
path_clk_slew_ps = 90
cts_buffer_depth = 2
post-cts-setup-buffer-count = 0
hold_buffers = 0
worstSkewPairLatency_ps = 300
tritoncts = built

[final_timing]
rsz0062_at_grt = no
setup_viol = 0
maxSlewViolCount = 0
hold_violations = 0
setup_tns_ps = 0
fin_skew_ps = 7.21
worstMarginPinSlew_ps = 633
max-slew-margin-rel_pct = 57.3

[flow_run]
warnings = 46
maxCapViolCount = 0

[layout]
area_delta_synth_final_pct = 17.4
drive_above_1_share_pct = 6.25
fin_util_pct = 36.8
fillCellCount = 797
final_cells = 374

[hold_path]
hold_path.class = reg2reg
## worst paths after layout
path,startpoint,cells after the start,slack (ps),to
worst min register to register,task9.a[0],1,430,task9.a[0]
worst max register to register,task9.a[0],7,1560,task9.toggle_counter[6]
worst min-delay path,task9.a[0],1,430,task9.a[0]
worst max-delay path,task456.clk_neg,2,60,clk_div_3
## repair_timing
item,CTS,global route
endpoints found under the setup margin,2,2
hold endpoints to repair,0,0
cloned,0,0
pin swaps,0,0
resized,4,2
## worst max-delay path, cell delays in order, from the launching register on
cell	delay, ps
dfxtp_2	300
or2_4	230
dlygate4sd2_1	230
## cell families after synthesis
family | after synthesis | synth area share [%]
and+or+nand+nor | 80 | 16.7
DFF | 54 | 49.0
buffers and inverters | 32 | 5.97
AOI/OAI and AO/OA | 29 | 8.33
adders and majority gates | 23 | 11.8
xor gates and xnor gates | 18 | 6.48
muxes | 4 | 1.75
## sequential cells by signal, indices dropped and copies added, names as in the netlist
name and flops:
task456.b 4, task3.clk_div_26 1, task3.a 4, task456.a 4, task9.a 3, task8.flip_bit 1
task9.toggle_counter 8, task8.a 7, task456.clk_neg 1, task7.a 4, task456.clk_pos 1, task2.clk_div_32 1
task2.a 4, task8.clk_div 1, task7.clk_pos 1, task7.b 4, task1.a 4, task7.clk_neg 1
## placed cells by master (no fill, tap or decap), types with 5 or more instances in the layout
master            n
edfxtp_1         11
nor3_1            8
ha_1             23
nor2_1           32
clkdlybuf4s50_1  17
dfxtp_1          42
nor3b_1           6
xnor2_1          13
inv_1            35
a21oi_1           6
xor2_1            5
and3_1            5
o21ai_0           7
nand3_1          10
clkbuf_8          5
## cell type report
type | instances | area, sq um | area share, %
flip-flops and latches | 54 | 1190 | 41.8
clock inverters | 13 | 52.6 | 1.84
inverters | 25 | 93.8 | 3.29
clock buffers | 5 | 68.8 | 2.41
multi-input cells | 154 | 1100 | 38.5
repair buffers | 21 | 221 | 7.76
well taps | 102 | 128 | 4.47
## layer usage
layer / vias to the layer above / GRT usage (%) / share of wire, %
li1: 868 / - / -
met1: 708 / 14.7 / 54
met2: 19 / 13.4 / 42
met3: 2 / 1.69 / 2.9
met4: 0 / 1.43 / 1.4
met5: - / 0 / 0
## metrics by stage
stage                     hold slack, ps  setup slack [ps]  total power (uW)  cell area, sq um
after global placement               417               203               965              2730
after detailed placement             423               201               969              2730
after CTS                            438              11.3              1290              2850
after floorplan                      406               422               878              2430
final                                430              57.6              1270              2860
after global routing                 467              3.52              1370              2860
## power groups by stage
stage     Combinational, uW  Sequential (uW)  Clock, uW
5_1_grt                 275              712        382
6_report                235              700        331
4_1_cts                 240              702        350
Power figures rest on the tool's default switching activity, not on a simulated workload.
