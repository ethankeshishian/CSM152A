[./design.v]
`timescale 1ns / 1ps
module FPCVT( S, E, F, D
    );
input [12:0] D;
output reg S;
output reg [2:0] E;
output reg [4:0] F;
wire MSB;
reg [12:0] converted;
reg [4:0] leadingZeros;
reg foundZeros;
reg [4:0] i;
assign MSB = D[12];
always @(MSB) begin  
	S = MSB;
end
always @(D or MSB) begin  
	if (D == 13'b1_0000_0000_0000) begin  
		converted = 13'b0_1111_1111_1111;
	end
	else begin
		if (MSB == 1) converted = ~D + 1;
		else if (MSB == 0) converted = D;
	end
end
always @(converted) begin 
	leadingZeros = 0;
	foundZeros = 0;
	i = 0;
	for (; i < 14; i = i+1) begin
		if (leadingZeros == 13) foundZeros = 1;
		if (foundZeros == 1);
		else if (converted[12 - leadingZeros] == 1) foundZeros = 1;
		else leadingZeros = leadingZeros + 1;
	end
	if (leadingZeros >= 8) begin
		E = 0;
		F = converted[4:0];
	end
	else begin
		E = 8 - leadingZeros;
		F =  converted[(12 - leadingZeros) -: 5];
		if (converted[12 - 5 - 1 - leadingZeros] == 1) begin
			if (F == 5'b11111) begin
				if (E == 7);
				else begin
					E = E + 1;
					F = (F + 1) >> 1;
				end
			end
			else F = F + 1;
		end
	end	
end
endmodule
[./config.mk]
export PLATFORM = sky130hd
export DESIGN_NAME = FPCVT
export DESIGN_NICKNAME = FPCVT
export VERILOG_FILES = /design/flow/design.v
export SDC_FILE = /design/flow/constraint.sdc
export NUM_CORES = 4
export LEC_CHECK = 1
export CORE_AREA = 10 10 99 99
export DIE_AREA = 0 0 109 109
export SYNTH_HDL_FRONTEND = slang
[./run.sh]
#!/bin/bash
# OpenROAD 26Q1-2900-gdf79404cd8, Yosys 0.63+post, stock flow scripts
make -C /OpenROAD-flow-scripts/flow DESIGN_CONFIG=/design/flow/config.mk WORK_HOME=/design/flow/orfs finish
[./constraint.sdc]
current_design FPCVT

set clk_period 15.1
set clk_io_pct 0.2

create_clock -name clk0 -period $clk_period

set non_clock_inputs [all_inputs -no_clocks]
set_input_delay [expr $clk_period * $clk_io_pct] -clock clk0 $non_clock_inputs
set_output_delay [expr $clk_period * $clk_io_pct] -clock clk0 [all_outputs]
==> Changelog: implementation <==
### Changed

- Starting utilization of the core area: 0.730
- Outcome: did not finish
- Final weighted congestion of routability-driven global placement: between 1 and 1.5
- Number of ports placed on the die boundary: 22
- Stopping stage: 3_5_place_dp
- Horizontal die dimension: 109 um
- Synthesis area per yosys: between 0.005 and 0.006 mm2
- Row count: 32
- First error: [ERROR DPL-0036] Detailed placement failed.
- Yosys warning tally: 0
- Count of input and output buffers: 22
- Seq share, synth: 0
- Tally of unique sky130hd cells used after synthesis: ~120
- Synthesized area per cell: 6.90 um2
- Post-synthesis instance total: between 800 and 900
- Vertical die size: between 100 and 150 um
- Cell count listed in synth_stat.txt: a little over 800
- Synth Cell Area: approximately 0.0056 mm2
metrics by stage:
| step | setup TNS, ps | std cells | hold slack (ps) | area [um2] | total power (W) |
|---|---|---|---|---|---|
| after floorplan | -90760 | 817 | 6110 | 6110 | 0.000554 |
| after global placement | -87450 | 1238 | 7120 | 8670 | 0.000887 |
cell usage after synthesis (all sizes together) (19+ instances only):
master,n,area share
ha,20,0.044
and2,19,0.022
o21ai,55,0.051
clkbuf,23,0.015
nand2,69,0.047
o211ai,24,0.034
inv,34,0.023
a21oi,46,0.043
nor3,43,0.039
nand3,37,0.035
xnor2,19,0.031
nor2,78,0.055
logic make-up after synthesis:
logic type      Yosys count  synth area share
xor+xnor                 28            0.0535
simple gates            354             0.336
mux                      35            0.0810
compound gates          304             0.427
buf+inv                  76            0.0586
fa+ha+maj                20            0.0444
No activity file was given, so power comes from the tool's default toggle rates.
