**design.v**
```verilog
`timescale 1ms / 1ms
module parking_meter(
    input add1,
    input add2,
    input add3,
    input add4,
    input rst1,
    input rst2,
    input clk,
    input rst,
    output reg [6:0] led_seg,
    output reg a1,
    output reg a2,
    output reg a3,
    output reg a4,
    output reg [3:0] val1,  
    output reg [3:0] val2,
    output reg [3:0] val3,
    output reg [3:0] val4
    );
parameter MAX_CLOCK_COUNT = 50;
parameter MAX_TIMER = 14'b10011100001111;
parameter S_RESET = 5'b00000;
parameter S_RESET1 = 5'b00001;
parameter S_RESET2  = 5'b00010;
parameter S_ADD1 = 5'b00011;
parameter S_ADD2 = 5'b00100;
parameter S_ADD3 = 5'b00101;
parameter S_ADD4 = 5'b00110;
parameter S_ZERO = 5'b00111;
parameter S_3MIN = 5'b01000;
parameter S_COUNTING = 5'b01001;
reg [5:0] current_state = S_ZERO;
reg [5:0] next_state = S_ZERO;
reg [13:0] timer = 14'b00000000000000;  
reg [6:0] clock_count = 0;  
always @(posedge clk) begin
	if (rst) current_state <= S_RESET;
	else if (rst1) current_state <= S_RESET1;
	else if (rst2) current_state <= S_RESET2;
	else current_state <= next_state;
	clock_count <= clock_count + 1;
	if (clock_count >= MAX_CLOCK_COUNT) begin
		clock_count <= 1;
	end
end
always @(*)
case (current_state)
S_RESET: begin
	next_state = S_ZERO;
end
S_RESET1: begin
	timer = 16;
	next_state = S_3MIN;
end
S_RESET2: begin
	timer = 150;
	next_state = S_3MIN;
end
S_ADD1: begin
	timer = timer + 60;
	fix_timer_overflow();
	set_next_state();
end
S_ADD2: begin
	timer = timer + 120;
	fix_timer_overflow();
	set_next_state();
end
S_ADD3: begin
	timer = timer + 180;
	fix_timer_overflow();
	set_next_state();
end
S_ADD4: begin
	timer = timer + 300;
	fix_timer_overflow();
	set_next_state();
end
S_ZERO: begin
	set_next_state();
end
S_3MIN: begin
	if (clock_count == MAX_CLOCK_COUNT) begin
		timer = timer - 1;	
	end
	set_next_state();
end
S_COUNTING: begin
	if (clock_count == MAX_CLOCK_COUNT) begin
		timer = timer - 1;	
	end	
	set_next_state();
end
endcase
always @(*)
case(current_state)
S_ZERO: begin
	timer = 0;
	if (clock_count >= 0 && clock_count <= MAX_CLOCK_COUNT / 2) begin
		set_digits(MAX_CLOCK_COUNT, 0);
	end
	else begin
		set_digits(MAX_CLOCK_COUNT, 1);
	end
end
S_3MIN: begin
	if (timer % 2 == 0) begin
		set_digits(MAX_CLOCK_COUNT, 0);
	end
	else begin
		set_digits(MAX_CLOCK_COUNT, 1);
	end
end
S_COUNTING: begin
	set_digits(MAX_CLOCK_COUNT, 0);
end
S_RESET: begin
	set_digits(MAX_CLOCK_COUNT, 0);
end
S_RESET1: begin
	set_digits(MAX_CLOCK_COUNT, 0);
end
S_RESET2: begin
	set_digits(MAX_CLOCK_COUNT, 0);
end
endcase
task set_next_state;
	begin
		if (add1) begin
			next_state = S_ADD1;
		end
		else if (add2) begin
			next_state = S_ADD2;
		end
		else if (add3) begin
			next_state = S_ADD3;
		end
		else if (add4) begin
			next_state = S_ADD4;
		end
		else if (timer < 1) begin
			next_state = S_ZERO;
		end
		else if (timer < 180) begin
			next_state = S_3MIN;
		end
		else begin
			next_state = S_COUNTING;
		end
	end
endtask;
task fix_timer_overflow;
	begin
		if (timer > MAX_TIMER) begin
			timer = MAX_TIMER;  
		end
	end
endtask;
task set_digits;
	input [6:0] cycle_time;
	input is_blank;
	begin
		val4 = timer / 1000;
		val3 = (timer % 1000) / 100;
		val2 = ((timer % 1000) % 100) / 10;
		val1 = ((timer % 1000) % 100) % 10;
		if (clock_count % 4 == 0) begin
			set_one_digit(val1, 1, is_blank); 
		end
		else if (clock_count % 4 == 1) begin
			set_one_digit(val2, 2, is_blank);
		end
		else if (clock_count % 4 == 2) begin
			set_one_digit(val3, 3, is_blank);
		end
		else begin
			set_one_digit(val4, 4, is_blank);
		end
	end
endtask;
task set_one_digit;
	input [3:0] digit;  
	input [2:0] position;  
	input is_blank;  
	begin
	if (is_blank) begin
		led_seg = 7'b1111111;
	end
	else
	case(digit)
	0: begin
		led_seg = 7'b0000001;
	end
	1: begin
		led_seg = 7'b1001111;
	end
	2: begin
		led_seg = 7'b0010010;
	end
	3: begin
		led_seg = 7'b0000110;
	end
	4: begin
		led_seg = 7'b1001100;
	end
	5: begin
		led_seg = 7'b0100100;
	end
	6: begin
		led_seg = 7'b0100000;
	end
	7: begin
		led_seg = 7'b0001111;
	end
	8: begin
		led_seg = 7'b0000000;
	end
	9: begin
		led_seg = 7'b0000100;
	end
	endcase
	case(position)
	1: begin
		a1 = 1'b0;
		a2 = 1'b1;
		a3 = 1'b1;
		a4 = 1'b1;
	end
	2: begin
		a1 = 1'b1;
		a2 = 1'b0;
		a3 = 1'b1;
		a4 = 1'b1;
	end
	3: begin
		a1 = 1'b1;
		a2 = 1'b1;
		a3 = 1'b0;
		a4 = 1'b1;
	end
	4: begin
		a1 = 1'b1;
		a2 = 1'b1;
		a3 = 1'b1;
		a4 = 1'b0;
	end
	endcase
	end
endtask;
endmodule
```
**run.sh**
```bash
#!/bin/bash
# OpenROAD 26Q1-2900-gdf79404cd8, Yosys 0.63+post, stock flow scripts
make -C /OpenROAD-flow-scripts/flow DESIGN_CONFIG=/design/flow/config.mk WORK_HOME=/design/flow/orfs finish
```
**config.mk**
```make
export PLATFORM = sky130hd
export DESIGN_NAME = parking_meter
export DESIGN_NICKNAME = parking_meter
export VERILOG_FILES = /design/flow/design.v
export SDC_FILE = /design/flow/constraint.sdc
export NUM_CORES = 4
export LEC_CHECK = 1
export CORE_AREA = 10 10 83 83
export DIE_AREA = 0 0 93 93
export SYNTH_HDL_FRONTEND = slang
```
**constraint.sdc**
```tcl
current_design parking_meter

set clk_period 2.3
set clk_io_pct 0.2

create_clock -name clk0 -period $clk_period [get_ports {clk}]

set non_clock_inputs [all_inputs -no_clocks]
set_input_delay [expr $clk_period * $clk_io_pct] -clock clk0 $non_clock_inputs
set_output_delay [expr $clk_period * $clk_io_pct] -clock clk0 [all_outputs]
```
==> flow_metrics.env <==
# source this file to load flow results
export IMPL_rr_endpoint="clock_count[0]"
export IMPL_critPathTopFamily="simple AND/OR/NAND/NOR gates"
export IMPL_die_x_um=93
export IMPL_end_kind="flop"
export IMPL_required_ns=2.42
export IMPL_finalHoldViolCount=0
export IMPL_min_from="clock_count[5]"
export IMPL_slew_viol_final=0
export IMPL_reg2reg_from="clock_count[0]"
export IMPL_powerDensity_nw_per_um2=449.0
export IMPL_busiest_layer="met2"
export IMPL_status="finished clean"
export IMPL_r2r_slack_ns=0.55
export IMPL_layout_top_cell="conb_1"
export IMPL_vias=871
export IMPL_ys_types=37
export IMPL_edf_count=0
export IMPL_crit_arrival_ns=1.87
export IMPL_path_buffers=1
export IMPL_yosys_warnings=122
export IMPL_mostFrequentLayoutCells="conb_1, clkdlybuf4s50_1, nor2_1, dfxtp_1, inv_1"
export IMPL_fp_util_pct=21.25
export IMPL_area_delta_synth_final_pct=16.84
export IMPL_clock_fmax_mhz=571.4
export IMPL_grt_use_total_pct=4.971
export IMPL_post_drt_wl_per_cell_um=9.750
export IMPL_cts_tree="done"
export IMPL_syn_area_um2=1092
export IMPL_crit_fanout=6
export IMPL_clk_latency_ns=0.23
export IMPL_die_area_um2=8649
export IMPL_grt_start_max_net_pins=17
export IMPL_post_route_period_util_pct=76.09
export IMPL_final_setup_viol_count=0
export IMPL_tool_warnings=29
export IMPL_ioPinCount=35
export IMPL_grt_pass1_vias=848
export IMPL_finalPower_mw=0.5731
export IMPL_tns_ns=0
export IMPL_crit_chain="inv_1 -> ha_1 -> or4_1 -> a31o_2 -> or2_1"
export IMPL_crit_cells=5
export IMPL_wl_mm=2.145
export IMPL_finClkSkew_ns=0.0004889
export IMPL_crit_path_top_delay_cell="dfxtp_1"
export IMPL_drive_gt1_share_pct=4.667
export IMPL_rsz0062_at_grt="false"
export IMPL_async_flop_share_pct=0
export IMPL_postCtsSetupBuffers=0
export IMPL_route_detailed_drc=0
export IMPL_yosys_stat_area_um2=1092
export IMPL_clk_pin_slew_worst_paths_ns=0.05
export IMPL_cpPeakStageDelay_ns=0.40
export IMPL_grt_antenna_before_repair=0
export IMPL_p_leak_nw=0.5254
export IMPL_cts_resized_gates=0
export IMPL_fp_dieH_um=93
export IMPL_yosys_cells=139
export IMPL_antennaDiodeCount=0
export IMPL_crit_type="reg2reg"
export IMPL_final_cells=220
export IMPL_rr_worst_depth=5
export IMPL_syn_avg_cell_area_um2=7.858
export IMPL_grt_ovfl_total=0
export IMPL_cts_hold_buf=0
export IMPL_cts_buffer_depth=2
export IMPL_synthFlopType="dfxtp_1"
export IMPL_portBuffers=17
export IMPL_grt_met1_usage_pct=6.624
export IMPL_startpoint_type="flop"
export IMPL_untimed_endpoints=19
export IMPL_rows=26
export IMPL_drt_pass1_iterations=4
export IMPL_routed_via_density=3.959
export IMPL_gp_congestion=0.8085
export IMPL_grt_pass1_wl_mm=3.774
export IMPL_unclocked_pins=9
export IMPL_grt_util_met2_pct=7.827
export IMPL_core_region_area_um2=5140
export IMPL_syn_inst=139
export IMPL_peakVddDrop_mv=0.1189
export IMPL_hold_path_class="reg2reg"
export IMPL_cts_max_level=1
export IMPL_fin_crit_ns=1.750
export IMPL_max_cap_violations=0
export IMPL_dp_cells=216
export IMPL_drt_initial_drc_count=31
export IMPL_hold_depth=2
export IMPL_numCtsBuffers=3
export IMPL_grt_use_met3_pct=1.777
export IMPL_min_to="clock_count[5]"
export IMPL_synth_flops=20
export IMPL_clock_root_buffer="clkbuf_8"
export IMPL_hpwl_mm=1.740
export IMPL_ant_nets=0
==> how the worst max path moves through the flow <==
| stage | start | endpoint | slack [ns] |
|---|---|---|---|
| after CTS | clock_count[0] | clock_count[0] | 0.55 |
| after global routing | clock_count[0] | clock_count[0] | 0.42 |
| final | clock_count[0] | clock_count[0] | 0.55 |
==> per-layer routing <==
metal	vias to the layer above	share of wire, %
met1	387	48
met5	-	0
met2	20	45
met4	0	0.56
li1	462	-
met3	2	6.4
==> flip-flops by register name, indices dropped and copies added, names as in the netlist <==
name / cells
a1: 1
a3: 1
a2: 1
current_state: 4
next_state: 4
a4: 1
clock_count: 7
led_seg: 1
==> power breakdown <==
| part | switching (mW) | leakage [nW] | total (mW) | internal [mW] |
|---|---|---|---|---|
| combinational | 0.0545 | 0.337 | 0.126 | 0.0719 |
| sequential | 0.0313 | 0.163 | 0.261 | 0.230 |
| clock | 0.0669 | 0.0255 | 0.185 | 0.118 |
| total | 0.153 | 0.525 | 0.573 | 0.420 |
==> per-stage QoR <==
step	utilization, %	instance area [um^2]	setup WS [ns]	hold slack (ns)
5_1_grt	24.83	1276	0.4244	0.5817
2_1_floorplan	-	1152	0.6430	0.4842
3_5_place_dp	23.93	1230	0.5542	0.5109
6_report	24.83	1276	0.5500	0.5112
4_1_cts	24.83	1276	0.5503	0.5185
3_3_place_gp	23.93	1230	0.5756	0.5052
==> synth_stat cells, types with 2 or more instances <==
library cell | instances | area (um^2)
a221o_1 | 2 | 20.02
dfxtp_1 | 11 | 220.2
a21oi_1 | 8 | 40.04
ha_1 | 5 | 62.56
or4_1 | 2 | 15.01
xor2_1 | 2 | 17.52
clkbuf_1 | 4 | 15.01
nand3_1 | 5 | 25.02
o21ai_0 | 9 | 45.04
and2_1 | 3 | 18.77
inv_1 | 10 | 37.54
xnor2_1 | 2 | 17.52
dlxtp_1 | 9 | 135.1
nor2_1 | 12 | 45.04
a21o_1 | 2 | 15.01
conb_1 | 2 | 7.510
buf_4 | 22 | 165.2
nor3_1 | 7 | 35.03
nand2_1 | 4 | 15.01
==> area by class of cell <==
type	count	area, um^2
inverters	10	37.54
clock inverters	1	5.005
multi-input cells	99	579.3
fillers	583	3864
flip-flops and latches	20	355.3
clock buffers	3	41.29
repair buffers	17	170.2
well taps	70	87.58
==> logic make-up (layout without fill, tap and decap cells) <==
family	count (synthesis)	count (layout)	share of synthesized area, %
latches	9	9	12.37
AND/OR/NAND/NOR	41	41	19.36
adder cells (fa/ha/maj)	5	5	5.727
other	2	18	0.6875
flip-flops	11	11	20.16
XOR/XNOR	4	4	3.208
buffers and inverters	36	31	19.93
AND-OR/OR-AND	31	31	18.56
==> tightest hold or removal path, cell delays in order (launching register included) <==
cell and delay [ns]:
dfxtp_1 0.33, o21ai_0 0.08, a21oi_1 0.06
No activity file was given, so power comes from the tool's default toggle rates.
